==> /design/flow/run.sh <==
#!/bin/bash
# OpenROAD 26Q1-2900-gdf79404cd8, Yosys 0.63+post, stock flow scripts
make -C /OpenROAD-flow-scripts/flow DESIGN_CONFIG=/design/flow/config.mk WORK_HOME=/design/flow/orfs finish
==> /design/flow/constraint.sdc <==
current_design top

set clk_period 3.0
set clk_io_pct 0.2

create_clock -name clk0 -period $clk_period [get_ports {clk}]

set non_clock_inputs [all_inputs -no_clocks]
set_input_delay [expr $clk_period * $clk_io_pct] -clock clk0 $non_clock_inputs
set_output_delay [expr $clk_period * $clk_io_pct] -clock clk0 [all_outputs]
==> /design/flow/design.v <==
module mac(
  input                                 clk,
  input                                 reset,
  input                           [7:0] up_in,
  input                           [7:0] left_in,
  output reg                      [7:0] up_out,
  output reg                      [7:0] left_out,
  output reg                      [7:0] mat_out
);
  always @ (posedge clk or posedge reset) begin
    if (reset) begin
      up_out <= 0;
      left_out <= 0;
      mat_out <= 0;
    end else begin
      up_out <= up_in;
      left_out <= left_in;
      mat_out <= mat_out + up_in * left_in;
    end 
  end
endmodule
module global_buffer(
  input                                 clk,
  input                                 rst,
  input                                 wr_en,  
  input          [(256/32)-1:0] index,
  input                [32-1:0] data_in,
  output reg           [32-1:0] data_out
);
  integer i;
  reg [256-1:0] gbuff [32-1:0];
  always @ (posedge clk or posedge rst) begin
    if(rst)begin
      for(i=0; i<=256; i=i+1)
        gbuff[i] <= 32'd0;
    end
    else begin
      if(wr_en) begin
        gbuff[index] <= data_in;
      end
      else begin
        data_out <= gbuff[index];
      end
    end
  end
endmodule
module top(clk, rst, start, m, n,  k, done);
  input clk;
  input rst;
  input start;
  input [3:0] m, k, n;
  output done;
  wire                                  wr_en_a,
                                        wr_en_b,
                                        wr_en_out;
  wire           [(256/32)-1:0] index_a,
                                        index_b,
                                        index_out;
  wire                 [32-1:0] data_in_a,
                                        data_in_b,
                                        data_in_o;
  wire                 [32-1:0] data_out_a,
                                        data_out_b,
                                        data_out_o;
tpu ul_tpu( .clk(clk),
            .rst(rst),
            .start(start),
            .m(m), .n(n), .k(k),
            .done(done),
            .wr_en_a(wr_en_a),
            .wr_en_b(wr_en_b),
            .wr_en_c(wr_en_out),
            .addr_a(index_a),
            .addr_b(index_b),
            .addr_c(index_out),
            .in_a(data_in_a),
            .in_b(data_in_b),
            .in_c(data_in_o),
            .out_a(data_out_a),
            .out_b(data_out_b),
            .out_c(data_out_o)
          );
  global_buffer GBUFF_A(.clk     (clk       ),
                        .rst     (rst       ),
                        .wr_en   (wr_en_a   ),
                        .index   (index_a   ),
                        .data_in (data_in_a ),
                        .data_out(data_out_a));
  global_buffer GBUFF_B(.clk     (clk       ),
                        .rst     (rst       ),
                        .wr_en   (wr_en_b   ),
                        .index   (index_b   ),
                        .data_in (data_in_b ),
                        .data_out(data_out_b));
  global_buffer GBUFF_OUT(.clk     (clk      ),
                          .rst     (rst      ),
                          .wr_en   (wr_en_out),
                          .index   (index_out),
                          .data_in (data_in_o),
                          .data_out(data_out_o));
endmodule
module tpu(
  input                                 clk,
  input                                 rst,
  input                                 start,
  input                           [3:0] m, k, n,
  output              reg                  done,
  output              reg                  wr_en_a, wr_en_b, wr_en_c,
  output              reg [(256/32)-1:0] addr_a, addr_b, addr_c,   
  output              reg [32-1:0] in_a, in_b, in_c,  
  input                [32-1:0] out_a, out_b, out_c
);
localparam off_1 =  3'd1;
localparam off_2 =  3'd2;
localparam off_3 =  3'd3;
localparam IDLE  = 3'd0;
localparam CAL   = 3'd1;
localparam WRITE = 3'd2;
localparam FINISH = 3'd3;
localparam MAC_HOLD = 3'd4;
localparam IDLE2 = 3'd5;
reg [8*off_1-1:0] buf_a_1;
reg [8*off_2-1:0] buf_a_2;
reg [8*off_3-1:0] buf_a_3;
reg [8*off_1-1:0] buf_b_1;
reg [8*off_2-1:0] buf_b_2;
reg [8*off_3-1:0] buf_b_3;
reg [2:0] state,next_state;
reg [4:0] cnt;
always @(posedge clk or posedge rst) begin
    if(rst)begin
        buf_a_1 <= 8'd0;
        buf_a_2 <= 16'd0;
        buf_a_3 <= 24'd0;
        buf_b_1 <= 8'd0;
        buf_b_2 <= 16'd0;
        buf_b_3 <= 24'd0;
    end
    else begin
        case (state)
            CAL:begin
                buf_a_1         <=  (cnt > {1'd0,k}+5'd1||cnt==5'd0) ? 8'd0 : out_a[23:16];
                buf_a_2[15:8]   <=  (cnt > {1'd0,k}+5'd1||cnt==5'd0) ? 8'd0 : out_a[15:8];
                buf_a_2[7:0]    <=  buf_a_2[15:8];
                buf_a_3[23:16]  <=  (cnt > {1'd0,k}+5'd1||cnt==5'd0) ? 8'd0 : out_a[7:0];
                buf_a_3[15:8]   <=  buf_a_3[23:16];
                buf_a_3[7:0]    <=  buf_a_3[15:8];
                buf_b_1         <=  (cnt > {1'd0,k}+5'd1||cnt==5'd0) ? 8'd0 : out_b[23:16];
                buf_b_2[15:8]   <=  (cnt > {1'd0,k}+5'd1||cnt==5'd0) ? 8'd0 : out_b[15:8];
                buf_b_2[7:0]    <=  buf_b_2[15:8];
                buf_b_3[23:16]  <=  (cnt > {1'd0,k}+5'd1||cnt==5'd0) ? 8'd0 : out_b[7:0];
                buf_b_3[15:8]   <=  buf_b_3[23:16];
                buf_b_3[7:0]    <=  buf_b_3[15:8];
			end
			default:begin
				buf_a_1 <= 8'd0;
				buf_a_2 <= 16'd0;
				buf_a_3 <= 24'd0;
				buf_b_1 <= 8'd0;
				buf_b_2 <= 16'd0;
				buf_b_3 <= 24'd0;
			end
        endcase
    end
end
wire out_m = (m > 4'd4);
wire out_n = (n > 4'd4);
wire fit_m = (m[1:0]==2'd0);
reg [1:0] cnt_m,cnt_n;
wire [1:0] rnd_m = m[3:2] + (m[1:0] > 2'd0); 
wire [1:0] rnd_n = n[3:2] + (n[1:0] > 2'd0); 
wire out_limit = (out_n || out_m);
wire                           [0:31] from_top__net [0:4];
wire                           [0:31] from_left_net [0:4];
wire                           [31:0] multi_out_net [0:3];
reg systolic_array_rst;
always @(posedge clk or posedge rst) begin
  	if(rst) systolic_array_rst <= 1;
	else begin
		if(state==IDLE2) systolic_array_rst <= 0;
		if(next_state==IDLE2) systolic_array_rst <= 1;
	end
end
assign from_top__net[0][0:7] = (((cnt >= {1'd0,k}+5'd1)&&state==CAL)||state!=CAL||(cnt==5'd0&&state==CAL)) ? 8'd0 : out_b[31:24];
assign from_top__net[0][8:31] = (state!=CAL) ? 24'd0 : {buf_b_1,buf_b_2[7:0],buf_b_3[7:0]};
assign from_left_net[0][0:7] = (((cnt >= {1'd0,k}+5'd1)&&state==CAL)||state!=CAL||(cnt==5'd0&&state==CAL)) ? 8'd0 : out_a[31:24];
assign from_left_net[0][8:31] = (state!=CAL) ? 24'd0 : {buf_a_1,buf_a_2[7:0],buf_a_3[7:0]};
genvar i, j;
generate 
for(i=0; i<4; i=i+1) begin: sys_row  
  for(j=0; j<4; j=j+1) begin: sys_col  
	mac ul_mac(
	  .clk      (clk),
	  .reset    (systolic_array_rst),
	  .up_in    (from_top__net[i  ][j * 8 : j * 8 + 7] ),
	  .left_in  (from_left_net[j  ][i * 8 : i * 8 + 7] ),
	  .up_out   (from_top__net[i+1][j * 8 : j * 8 + 7] ),  
	  .left_out (from_left_net[j+1][i * 8 : i * 8 + 7] ),  
	  .mat_out  (multi_out_net[i  ][31-(j * 8): 24-(j * 8)] )   
	);
  end
end
endgenerate
reg [(256/32)-1:0] last_addr_a,last_addr_b,last_addr_c;	 
always @(posedge clk or posedge rst) begin
    if(rst)begin
		done <= 0;
		in_a <= 32'd0;
		in_b <= 32'd0;
		in_c <= 32'd0;
		last_addr_a <= 8'd0;
		last_addr_b <= 8'd0;
		last_addr_c <= 8'd0;
        cnt <= 5'd0;
        addr_a <= 8'd0;
        addr_b <= 8'd0;
 		addr_c <= 8'd0;
		cnt_m <= 2'd0;
        cnt_n <= 2'd0;
		wr_en_a <= 0;
		wr_en_b <= 0;
		wr_en_c <= 0;
    end
    else begin
		in_a <= 32'd0;
		in_b <= 32'd0;
		in_c <= 32'd0;
		wr_en_a <= 0;
		wr_en_b <= 0;
		wr_en_c <= 0;
        case(state)
            CAL:begin
                if(cnt == {1'd0,k} + 5'd7)begin
					cnt <= 5'd0;
                end
				else  cnt <= cnt+5'd1;
				if(cnt==5'd0) last_addr_b <= addr_b;
                if(cnt<{1'd0,k})begin
                    addr_a <= addr_a + 8'd1;
                    addr_b <= addr_b + 8'd1;                    
                end
            end
            WRITE:begin
                if(cnt==5'd4)begin
					cnt <= 5'd0;
					wr_en_c<= 0;
					if(fit_m==0&&cnt_m==rnd_m-2'd1)begin
						last_addr_c <= last_addr_c+ {6'd0,m[1:0]};
					end
					else last_addr_c <= addr_c+8'd1;
					if(cnt_m==rnd_m-1)begin
						cnt_m <= 2'd0;
						cnt_n <= cnt_n + 2'd1;
						addr_a <= 8'd0;
					end
					else begin
						addr_b <= last_addr_b;
                        cnt_m <= cnt_m + 2'd1;
					end
                end
				else begin 
					wr_en_c <= 1;
               		cnt <= cnt + 5'd1;
				end
				addr_c <= last_addr_c + cnt;
				in_c[31:24] <= multi_out_net[cnt[1:0]][7 :0 ];
	            in_c[23:16] <= multi_out_net[cnt[1:0]][15:8 ];
    	        in_c[15:8 ] <= multi_out_net[cnt[1:0]][23:16];
        	    in_c[7 :0 ] <= multi_out_net[cnt[1:0]][31:24];
            end
			FINISH:begin
				wr_en_c <= 0;
        		done <= 1;
			end	
		endcase
    end
end
always @(posedge clk or posedge rst) begin
  if(rst) state <= IDLE;
  else state <= next_state;
end
always @(*) begin
  if(rst)begin
    next_state = IDLE;
  end
  else begin
    next_state = state;
    case (state)
      IDLE:  next_state = IDLE2;   
      IDLE2: next_state = CAL;
	  CAL:   if(cnt == {1'd0,k} + 5'd7) next_state = WRITE;
	  WRITE:begin
	  	if(cnt==5'd4&&cnt_m==rnd_m-1&&cnt_n==rnd_n-1) next_state = FINISH;
      	else if(cnt==5'd4)next_state = IDLE2;   
      end	
	  FINISH: next_state = FINISH;
    endcase
  end
end
endmodule
==> /design/flow/config.mk <==
export PLATFORM = sky130hd
export DESIGN_NAME = top
export DESIGN_NICKNAME = top
export VERILOG_FILES = /design/flow/design.v
export SDC_FILE = /design/flow/constraint.sdc
export NUM_CORES = 4
export LEC_CHECK = 1
export CORE_AREA = 10 10 83 83
export DIE_AREA = 0 0 93 93
==> changes_impl.md <==
### Metrics

- Status: finished clean
- Syn avg cell area: 10.2 um2
- Routed wire length: 1.71 mm
- Slowest-stage cell, CP: clkdlybuf4s50_1
- Setup_tns: 0 ns
- Family with the most delay on the worst path: simple AND/OR/NAND/NOR gates
- Clock Path Buffers: 2
- Top-area cell share: a little over a third
- Clock latency on the worst-skew pair: roughly 0.24 ns
- Remaining DRCs: 0
- Power density over the cells: a little under 500 nW/um2
- Ys cells: just under 100
- 1st-iter DRT viols: 38
- CTS tree: done
- Slew headroom: roughly 62%
- Global-route wire length before repair: approximately 2.9 mm
- Flop pwr share: a little under half
- RR Startpoint: ul_tpu.cnt[0]
- Reg2reg end: ul_tpu.cnt_n[1]
- Max Slew Vio Count: 0
- Min-delay src: ul_tpu.done
- Worst setup EP type: register
- Core Util at FP: about a fifth
- Final Critical Period: roughly 2.6 ns
- Layout cells sized above 1: between 10% and 20%
- Max VDD drop: roughly 0.17 mV
- Crit start category: primary input
- Layout Area Growth over Synthesis: 25.8%
- Worst r2r path cells: 7
- Ys flops: 15
- Layout Cells excl Fill: 183
- Drt wl/cell: ~9.3 um
- Core ar.: approximately 5000 um2
- H-tree Lvls: 1
- Clock network power share: between 20% and 30%
- Max Cap Viol: 0
- Cell area leaders: dfrtp_1 36%, ha_1 8.9%, xnor2_1 8.9%, xor2_1 4.4%, inv_1 4.2%
- Synth cell types: 30
- Largest stage delay on the critical path: ~0.39 ns
- Initial antenna violation count: 0
- Sw Ratio: 31.0%
- CTS root buf: clkbuf_8
- Post-Syn Instances: ~97
- Crit Path Class: in2reg
- Busiest metal layer after global routing: met2
- Net Sw Power: approximately 190 uW
- Power after layout: about 600 uW
- Post-Synthesis Cell Area: 986 um2
- DR pass1 iterations: 4
- Worst-Margin Slew: between 0.5 and 0.6 ns
- Via density: approximately 3.7
- Fillers: roughly 580
- Unrepaired setup endpoints after global routing: no
- Setup violations, final: 0
- CP arrival: roughly 2.8 ns
- Inserted Clock Buffers: 3
- Hold Crit Depth: 1
- Skew final: ~0.0013 ns
- Resized cells post-CTS: 0
- Yosys stat area: 986 um2
- Hold endpoint: ul_tpu.done
- Req. time, crit path: around 3.1 ns
- Hold Buf Count CTS: 0
- Cells along the critical path: clkdlybuf4s50_1, or2_2, ha_1, inv_1, ha_1, xnor2_1, nor4_2, and2_1, nand2_1, xnor2_1
- Synth warn: 4
- Antenna cells: 0
- Placed Cells: roughly 180
- OpenROAD warnings: 27
- Chip area: ~8600 um2
- CTS sink count: 15
- FF-to-FF setup slack: 1.17 ns
- CP Max Fanout: 5
- DRT antenna net count: 0
- GRT Total Usage: 4.02%
- Register area: approximately 380 um2
- Vias in the first global route: roughly 650
- Internal cell power: ~410 uW
- Post-DP HPWL: approximately 1.4 mm
- Logic cell area: around 550 um2
- Clock Pin Slew Worst Setup and Hold Paths: 0.06 ns
- Routing usage on met2: under 10%
- Via count: 684
- Yosys top cell by area: dfrtp_1
- CP bufs+invs: 2
- Most frequent logic cells in the routed design: 14 x clkdlybuf4s50_1, 14 x dfrtp_1, 11 x inv_1, 10 x xnor2_1, 9 x nor2_1
- Register area share after synthesis: about two fifths
- Row cnt: 26
- # IOs: 16
- Largest net degree at the start of global routing: 16
- Met1 usage in global routing: about 5.8%
- GRT met3 Usage: approximately 1.2%
- Lkg Pwr: between 0.5 and 0.6 nW
- Post-CTS Setup Bufs: 0
- Hold Vio Cnt, Final: 0
- Port bufs: 14
- Combinational fraction of design power: 28.7%
- Fmax: between 300 and 400 MHz
- Gr ovfl total: 0
- Min-delay worst type: reg2reg
- Final Wtd Congestion: roughly 0.74
- Layout Utilization: between 20% and 30%
- Die height: approximately 93 um
- Tcrit/Tclk final: about nine tenths
- DIE WIDTH: roughly 93 um
## cells in the mapped netlist
| cell | instances |
|---|---|
| o21ai_1 | 2 |
| o311ai_2 | 1 |
| dfstp_2 | 1 |
| nor4bb_1 | 1 |
| o21ba_1 | 1 |
| a21oi_1 | 4 |
| o21a_1 | 1 |
| nand3_1 | 2 |
| nand2_1 | 7 |
| nor3_1 | 3 |
| o211ai_1 | 2 |
| o21ai_0 | 1 |
| a211oi_2 | 1 |
| o221ai_1 | 1 |
| buf_4 | 1 |
| xnor2_1 | 10 |
| nand4bb_4 | 1 |
| dfrtp_1 | 14 |
| nor2_1 | 9 |
| buf_6 | 1 |
| or3_1 | 2 |
| and2_1 | 1 |
| or2_2 | 3 |
| ha_1 | 7 |
| a31oi_4 | 1 |
| o2111ai_2 | 1 |
| xor2_1 | 5 |
| xnor2_2 | 1 |
| inv_1 | 11 |
| nor4_2 | 1 |
## area by class of cell
type                       count  share of cell area (%)
timing repair buffer          14                    11.3
clock buffer                   4                    3.63
tap                           70                    7.06
inverter                      11                    3.33
sequential                    15                    30.4
multi-input combinational     69                    44.3
## worst max-delay path by stage
| stage | cells after the start | slack (ns) | startpoint | to |
|---|---|---|---|---|
| finish | 10 | 0.36 | m[1] | ul_tpu.cnt_n[1] |
| CTS | 10 | 0.35 | m[1] | ul_tpu.cnt_n[1] |
| global route | 10 | 0.25 | m[1] | ul_tpu.cnt_n[1] |
## stage by stage
stage | hold WS [ns] | setup slack [ns] | cell area (um2)
after floorplan | 0.410 | 0.654 | 986
after global placement | 0.457 | 0.120 | 1190
after detailed placement | 0.449 | 0.0908 | 1190
after CTS | 0.466 | 0.348 | 1240
after global routing | 0.486 | 0.248 | 1240
final | 0.461 | 0.358 | 1240
## cell families after synthesis
group	after synthesis	share of synthesized area, %
simple gates	30	17.5
compound gates	16	14.3
xor+xnor	16	15.0
flops	15	38.2
buf+inv	13	6.09
fa+ha+maj	7	8.88
## power by group through the flow
stage     Combinational (mW)  Sequential, mW  Clock [mW]
4_1_cts                0.174           0.269       0.162
5_1_grt                0.195           0.275       0.172
6_report               0.171           0.269       0.157
## flip-flops by register name, indices dropped and copies added, names as in the netlist
signal and flops:
ul_tpu.cnt 5, ul_tpu.state 5, ul_tpu.cnt_m 2, ul_tpu.cnt_n 2, ul_tpu.done 1
## per-layer routing
| layer | up-vias | wire length, um |
|---|---|---|
| li1 | 357 | - |
| met1 | 317 | 863 |
| met2 | 8 | 758 |
| met3 | 2 | 73 |
| met4 | 0 | 13 |
| met5 | - | 0 |
No activity file was given, so power comes from the tool's default toggle rates.
